==> ./design.v <==
module time_counter (
  input  logic clk,
  input  logic rst,
  output logic [5:0] sec,
  output logic [5:0] min
);
  always_ff @(posedge clk) begin
    if (rst) begin
      sec <= 0;
      min <= 0;
    end
    else begin
      if (sec == 59) begin
        sec <= 0;
        if (min == 59)
          min <= 0;
        else
          min <= min + 1;
      end
      else begin
        sec <= sec + 1;
      end
    end
  end
endmodule
==> ./run.sh <==
#!/bin/bash
# OpenROAD 26Q1-2900-gdf79404cd8, Yosys 0.63+post, stock flow scripts
make -C /OpenROAD-flow-scripts/flow DESIGN_CONFIG=/design/flow/config.mk WORK_HOME=/design/flow/orfs finish
==> ./config.mk <==
export PLATFORM = sky130hd
export DESIGN_NAME = time_counter
export DESIGN_NICKNAME = time_counter
export VERILOG_FILES = /design/flow/design.v
export SDC_FILE = /design/flow/constraint.sdc
export NUM_CORES = 4
export LEC_CHECK = 1
export CORE_AREA = 10 10 78 78
export DIE_AREA = 0 0 88 88
==> ./constraint.sdc <==
current_design time_counter

set clk_period 1.9
set clk_io_pct 0.2

create_clock -name clk0 -period $clk_period [get_ports {clk}]

set non_clock_inputs [all_inputs -no_clocks]
set_input_delay [expr $clk_period * $clk_io_pct] -clock clk0 $non_clock_inputs
set_output_delay [expr $clk_period * $clk_io_pct] -clock clk0 [all_outputs]
==> results.sh <==
# source this file to load flow results
export IMPL_path_buffers=1
export IMPL_ys_cells=57
export IMPL_fp_util_pct=12.07
export IMPL_tritoncts="built"
export IMPL_combPwrFrac_pct=5.4
export IMPL_cts_buffers=3
export IMPL_grt_overflow=0
export IMPL_die_h_um=88
export IMPL_cts_resized_gates=0
export IMPL_end_kind="output port"
export IMPL_grt_pass1_vias=469
export IMPL_dieArea_sq_um=7744
export IMPL_p_sw_uw=103.4
export IMPL_start_kind="flop"
export IMPL_hold_buffers=0
export IMPL_post_route_cells_drive_above_1_share_pct=8.333
export IMPL_clkLatencyLatePin_ns=0.23
export IMPL_cap_violations=0
export IMPL_outcome="complete, no violations"
export IMPL_synth_chip_area_sq_um=533.0
export IMPL_lay_top_count="clkdlybuf4s50_1"
export IMPL_final_cell_area_sq_um=764.5
export IMPL_route_top_layer_used="met4"
export IMPL_die_w_um=88
export IMPL_wl_met1_um=587
export IMPL_num_vias=470
export IMPL_syn_cell_area_sq_um=533.0
export IMPL_post_cts_buffers=0
export IMPL_dr_first_iter_drc_count=13
export IMPL_nFillCells=467
export IMPL_pin_count=14
export IMPL_swShare_pct=19.98
export IMPL_setup_violations_final=0
export IMPL_warning_count=25
export IMPL_p_int_uw=414.1
export IMPL_slew_headroom_pct=74.72
export IMPL_htreeDepth=1
export IMPL_power_density_nw_per_um2=677.0
export IMPL_final_antenna_net_count=0
export IMPL_cp_arrival_ns=1.32
export IMPL_finalHoldViolations=0
export IMPL_syn_inst=57
export IMPL_tns_ns=0
export IMPL_grt_pass1_wl_um=2194
export IMPL_critical_path_max_fanout=10
export IMPL_wl_met2_um=650
export IMPL_port_buffers=13
export IMPL_cts_root_buf="clkbuf_8"
export IMPL_critPathKind="flop to output port"
export IMPL_fin_crit_sh_pct=89.33
export IMPL_seqPwrFrac_pct=51.3
export IMPL_rows=24
export IMPL_post_dp_hpwl_um=949.7
export IMPL_hp_class="flop to flop"
export IMPL_power_leakage_nw=0.2847
export IMPL_grt_max_degree=11
export IMPL_clock_fmax_ghz=0.5892
export IMPL_drv_slew=0
export IMPL_synth_seq_share_pct=45.07
export IMPL_drc_errors=0
export IMPL_antenna_found_initial=0
export IMPL_routed_wl_um=1316
export IMPL_ys_seq_elements=12
export IMPL_avgRoutedWirePerCell_um=10.61
export IMPL_critical_path_max_stage_delay_ns=0.54
export IMPL_period_minus_slack_ns=1.697
export IMPL_yosys_warnings=1
export IMPL_cts_buffer_depth=2
export IMPL_cts_clk_slew_worst_paths_ns=0.05
export IMPL_dr_wl_met3_um=56
export IMPL_placed_cell_area_sq_um=723.2
export IMPL_vias_per_cell=3.790
export IMPL_grt_setup_unrepaired="no"
export IMPL_ir_drop_v=0.0001529
export IMPL_dr_pass1_iters=4
export IMPL_crit_required_ns=1.52
export IMPL_cp_slowest_cell="dfxtp_1"
export IMPL_synth_cell_types=25
export IMPL_worst_pin_slew_ns=0.3787
export IMPL_area_growth_pct=43.43
export IMPL_insertedDiodeCount=0
export IMPL_core_sq_um=4414
export IMPL_final_cell_mix="13 x clkdlybuf4s50_1, 12 x dfxtp_1, 9 x nor2_1"
export IMPL_avgSynthCellArea_sq_um=9.351
export IMPL_grt_total_usage_pct=3.246
export IMPL_path_delay_family="flip-flops"
export IMPL_fin_skew_ns=0.002833
export IMPL_cp_cell_sequence="clkdlybuf4s50_1"
export IMPL_pwr_share_clk_pct=43.3
export IMPL_clkSinkCount=12
export IMPL_place_gp_congestion=0.7634
[power groups by stage]
stage / Combinational [mW] / Sequential, mW / Clock [mW]
global route: 0.0323 / 0.267 / 0.234
finish: 0.0279 / 0.266 / 0.224
CTS: 0.0288 / 0.266 / 0.228
[per-stage QoR]
step | utilization [%] | setup slack, ns | std cells | hold WS, ns | total power, mW
after global routing | 17.32 | 0.08462 | 124 | 0.5205 | 0.5334
after floorplan | - | 0.5047 | 57 | 0.4176 | 0.2813
after CTS | 17.32 | 0.1997 | 124 | 0.4863 | 0.5225
final | 17.32 | 0.2027 | 124 | 0.4839 | 0.5175
after global placement | 16.38 | 0.2156 | 121 | 0.4716 | 0.2991
after detailed placement | 16.38 | 0.1823 | 121 | 0.4684 | 0.2992
[area by class of cell]
cell class | instances | area (sq um) | share of cell area (%)
well taps | 52 | 65.06 | 8.511
multi-input cells | 43 | 284.0 | 37.15
flip-flops and latches | 12 | 240.2 | 31.42
clock buffers | 3 | 41.29 | 5.401
repair buffers | 13 | 130.1 | 17.02
inverters | 1 | 3.754 | 0.4910
[Yosys cell counts]
cell	number	area, sq um
a211o_1	1	8.760
a21o_1	2	15.01
a21oi_1	2	10.01
a22o_1	1	8.760
and2_1	1	6.260
and3_1	2	12.51
and4bb_2	1	12.51
buf_2	1	5.000
dfxtp_1	12	240.2
ha_1	2	25.02
inv_1	1	3.750
nand2_1	3	11.26
nand3_1	2	10.01
nand3b_1	1	7.510
nand4_1	1	6.260
nand4_2	1	12.51
nor2_1	9	33.78
nor4_1	2	12.51
o21ai_0	3	15.01
o21bai_1	1	7.510
o21bai_2	1	11.26
o31ai_1	2	15.01
or4_1	1	7.510
xnor2_1	2	17.52
xor2_1	2	17.52
[metal layers]
| metal | up-vias | GRT usage [%] |
|---|---|---|
| met5 | - | 0 |
| met4 | 0 | 1.014 |
| met3 | 2 | 0.1871 |
| met2 | 9 | 5.225 |
| met1 | 219 | 4.548 |
| li1 | 240 | - |
[kinds of logic (layout without fill, tap and decap cells)]
logic type | count (synthesis) | in the layout | synth area share [%]
xor+xnor | 4 | 4 | 6.574
flops | 12 | 12 | 45.07
buf+inv | 2 | 17 | 1.642
simple gates | 24 | 24 | 24.88
compound gates | 13 | 13 | 17.13
fa+ha+maj | 2 | 2 | 4.694
[state kept, by name, summed over array words and instances, names as in the netlist]
signal	count
min	6
sec	6
[final timing paths]
| path | from | end | slack [ns] | cells past startpoint |
|---|---|---|---|---|
| min | sec[0]$_SDFF_PP0_ | sec[0]$_SDFF_PP0_ | 0.48 | 1 |
| min reg2reg | sec[0]$_SDFF_PP0_ | sec[0]$_SDFF_PP0_ | 0.48 | 1 |
| max | sec[2]$_SDFF_PP0_ | sec[2] | 0.20 | 1 |
| max reg2reg | sec[0]$_SDFF_PP0_ | min[3]$_SDFFE_PP0N_ | 0.27 | 5 |
Power and IR drop assume default switching activity.
