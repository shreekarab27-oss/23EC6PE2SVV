### flow/run.sh
#!/bin/bash
# OpenROAD 26Q1-2900-gdf79404cd8, Yosys 0.63+post, stock flow scripts
make -C /OpenROAD-flow-scripts/flow DESIGN_CONFIG=/design/flow/config.mk WORK_HOME=/design/flow/orfs finish
### flow/config.mk
export PLATFORM = sky130hd
export DESIGN_NAME = dpram
export DESIGN_NICKNAME = dpram
export VERILOG_FILES = /design/flow/design.v
export SDC_FILE = /design/flow/constraint.sdc
export NUM_CORES = 4
export LEC_CHECK = 1
export CORE_UTILIZATION = 40
### flow/constraint.sdc
current_design dpram

set clk_period 20.1
set clk_io_pct 0.2

create_clock -name clk0 -period $clk_period [get_ports {clk}]

set non_clock_inputs [all_inputs -no_clocks]
set_input_delay [expr $clk_period * $clk_io_pct] -clock clk0 $non_clock_inputs
set_output_delay [expr $clk_period * $clk_io_pct] -clock clk0 [all_outputs]
### flow/design.v
`timescale 1ns/1ps
module dpram(
  input  logic clk,
  input  logic we,
  input  logic [7:0] addr,
  input  logic [7:0] wdata,
  output logic [7:0] rdata
);
  logic [7:0] mem[256];
  always_ff @(posedge clk) begin
    if (we) mem[addr] <= wdata;
    rdata <= mem[addr];
  end
endmodule
==> results_dict.tcl <==
# implementation run metrics
set metrics [dict create \
    fin_crit_sh_pct 41.0 \
    clk_pin_slew_ns 0.06 \
    critPathKind "primary input to register" \
    drc_errors 0 \
    switching_power_uw 1850 \
    grt_max_degree 88 \
    grt_overflow 0 \
    internal_power_uw 7000 \
    cap_violations 0 \
    gp_congestion 0.853 \
    r2r_setup_slack_ns 17.42 \
    totalWireLength_um 189000 \
    antenna_found_initial 7 \
    tool_warnings 26 \
    synth-edff-count 2048 \
    syn_area_sq_mm 0.0785 \
    critPathArrivalTime_ns 8.94 \
    cp-start-kind "primary input" \
    fp-utilization_pct 40.3 \
    max_clock_freq_mhz 121 \
    p_leak_uw 0.0269 \
    postPlaceCellArea_sq_mm 0.0824 \
    crit_path_frequent_cell "buf_4" \
    areaGrowthSynthToFinish_pct 13.4 \
    status "completed" \
    placed_cells 6131 \
    fin_cells 6503 \
    htreeDepth 4 \
    reg2reg_from "mem[63][2]" \
    p_sw_share_pct 20.9 \
    ys.flops 2056 \
    drive_gt1_share_pct 26.1 \
    synthArstFlopShare_pct 0 \
    critPathMaxStageDelay_ns 0.74 \
    worst_path_max_delay_cell "o41ai_1" \
    rsz0062_at_grt "no" \
    seqPwrFrac_pct 53.5 \
    route.antenna.remaining_nets 0 \
    setup_tns_ns 0 \
    drt_iter0_drc 2679 \
    grt.total_usage_pct 21.4 \
    worstSkewPairLatency_ns 0.83 \
    vias_per_cell 5.66 \
    postSynthAreaPerCell_sq_um 22.1 \
    fin_skew_ns 0.0262 \
    drtPass1Iterations 7 \
    yosys_cells 3547 \
    die_w_um 445 \
    cts_tree "done" \
    num_rows 162 \
    design_area_sq_mm 0.0890 \
    vias 36800 \
    grt_pass1_wl_um 278000 \
    crit_start "addr[0]" \
    p_per_area_mw_per_mm2 99.4 \
    root_buffer "clkbuf_16" \
    crit_buf_inv 6 \
    ios 26 \
    port_buffers 25 \
    hpwl_um 112000 \
    cts_resized 0 \
    die_h_um 445 \
    post_cts_buffers 0 \
    clock_path_buffers 3 \
    critPathTopFamily "buffers and inverters" \
    postSynthSeqShare_pct 78.6 \
    fillers 16000 \
    core_area_sq_mm 0.195 \
    max_slew.worst_pin.slew_ns 1.22 \
    worstPathRequired_ns 20.80 \
    flop_cell "edfxtp_1" \
    timing.max_slew.rel_slack_pct 18.3 \
    path_cells "buf_8, buf_4, buf_4, buf_4, buf_4, mux4_2, a22oi_1, a21oi_1, o41ai_1, buf_4, nand4_1" \
    comb_power_share_pct 4.4 \
    synth_chip_area_sq_mm 0.0785 \
    cts_hold_buf 0 \
    synth_cell_types 22 \
    grt_pass1_vias 40900 \
    cts.sinks 2056 \
    vdd_drop_max_mv 0.0943 \
    die_area_sq_mm 0.198 \
    cp-end-kind "register" \
    clock_power_share_pct 42.0 \
    numCtsBuffers 202 \
    hold_class "register to register" \
    synth_cells 3547 \
    drv_slew 0 \
    fin_crit_ns 8.24 \
    timing.final.hold_violations 0 \
    finalSetupViolations 0 \
    yosys_warnings 1 \
    hp-start "mem[225][3]" \
    wl_per_cell_um 29.0 \
    crit_fanout 42 \
]
## worst paths after layout
kind,end,cells after the start
max,rdata[0],11
min,rdata[3],5
max reg2reg,rdata[2],5
min reg2reg,rdata[3],5
## flip-flops by register name (all words and copies together) (netlist names)
signal and cells:
mem 2048, rdata 8
## cell usage after synthesis, drive strengths merged, types with 6 or more instances
cell type	instances	area, sq um
dfxtp	8	160
nand3	13	65.1
nand2b	6	37.5
buf	87	552
nand2	28	105
nand4	8	50.1
edfxtp	2048	61500
mux4	512	11500
o41ai	32	280
nor2	232	871
clkbuf	145	544
nor3	30	150
a21oi	128	641
a22oi	256	1920
nor2b	7	43.8
## worst register-to-register path, delay by kind of cell, from the launching register on
kind / cells / cell delay, ns
AOI/OAI and AO/OA: 3 / 1.42
muxes: 1 / 0.50
and+or+nand+nor: 1 / 0.22
DFF: 1 / 0.36
## layout by cell type, fill, tap and decap left out, drive strengths merged
cell type         n
nand4             8
clkinvlp          6
o41ai            32
edfxtp         2048
nor3             30
bufinv           18
clkinv           85
diode             1
and2              3
clkbuf          254
dfxtp             8
nand2b            6
mux4            512
nand3            13
buf             177
clkdlybuf4s50    15
inv               9
nor2            232
a22oi           256
nand2            28
or2               2
nor2b             7
or3               1
a21oi           128
## final cells by class
type / instances / area (sq um) / area share, %
Tap cell: 2624 / 3280 / 3.69
Clock inverter: 117 / 1140 / 1.29
Clock buffer: 254 / 5400 / 6.07
Antenna cell: 1 / 2.50 / 0.00281
Timing Repair Buffer: 192 / 1600 / 1.80
Sequential cell: 2056 / 61700 / 69.3
Inverter: 1 / 3.75 / 0.00422
Multi-Input combinational cell: 1258 / 15900 / 17.9
## cells by family (layout without fill, tap and decap cells)
| logic type | Yosys count | after routing | share of synthesized area (%) |
|---|---|---|---|
| other cells | 0 | 1 | 0 |
| simple gates | 330 | 330 | 1.73 |
| buf+inv | 233 | 564 | 1.40 |
| flops | 2056 | 2056 | 78.6 |
| mux | 512 | 512 | 14.7 |
| compound gates | 416 | 416 | 3.62 |
## per-layer routing
| metal | global-route usage (%) | part of all wire [%] | wire length (um) |
|---|---|---|---|
| met1 | 27.9 | 34 | 64100 |
| met2 | 31.5 | 48 | 90600 |
| met3 | 14.8 | 15 | 29200 |
| met4 | 4.33 | 2.6 | 4880 |
| met5 | 0.122 | 0.034 | 64 |
## per-stage QoR
stage          hold WS, ns  utilization, %  total power (uW)  worst slack, ns
2_1_floorplan        0.819               -              5030            13.86
3_3_place_gp          1.03            42.2              5220            10.64
3_5_place_dp         0.949            42.3              5220            10.82
4_1_cts              0.963            45.6              8920            11.71
5_1_grt               1.01            45.6              9110            11.47
6_report             0.963            45.6              8850            11.86
## power groups by stage
| stage | sequential, uW | clock [uW] | combinational (uW) |
|---|---|---|---|
| 4_1_cts | 4740 | 3790 | 397 |
| 6_report | 4740 | 3720 | 391 |
| 5_1_grt | 4730 | 3950 | 421 |
Power is estimated from default activity; no workload was simulated.
