**./config.mk**
```make
export PLATFORM = sky130hd
export DESIGN_NAME = fifo
export DESIGN_NICKNAME = fifo
export VERILOG_FILES = /design/flow/design.v
export SDC_FILE = /design/flow/constraint.sdc
export NUM_CORES = 4
export LEC_CHECK = 1
export CORE_AREA = 10 10 70 70
export DIE_AREA = 0 0 80 80
```
**./constraint.sdc**
```tcl
current_design fifo

set clk_period 3.6
set clk_io_pct 0.2

create_clock -name clk0 -period $clk_period [get_ports {clk}]

set non_clock_inputs [all_inputs -no_clocks]
set_input_delay [expr $clk_period * $clk_io_pct] -clock clk0 $non_clock_inputs
set_output_delay [expr $clk_period * $clk_io_pct] -clock clk0 [all_outputs]
```
**./design.v**
```verilog
module fifo(
  input wr,rd,clk,
  input [7:0]din,
  output logic full,empty
);
  logic [7:0] mem [15:0];
  logic [4:0] cnt=0;
  assign full =(cnt==16);
  assign empty= (cnt==0);
  always_ff @(posedge clk) begin
    if(wr && !full && !rd) 
      cnt<=cnt+1;;
    if(rd && !empty && !wr) 
      cnt<=cnt-1;
  end
endmodule 
```
**./run.sh**
```bash
#!/bin/bash
# OpenROAD 26Q1-2900-gdf79404cd8, Yosys 0.63+post, stock flow scripts
make -C /OpenROAD-flow-scripts/flow DESIGN_CONFIG=/design/flow/config.mk WORK_HOME=/design/flow/orfs finish
```
==> reports/summary.log <==
[power] worst IR drop on VDD 0.000235 V
[power] power share of the clock group 0.267
[hold_path] worst hold path endpoint cnt[0]
[outcome] status completed
[sta] total count of hold-check failures in the final report 0
[power] P_sw 0.0732 mW
[finish] signed area change from the synthesized netlist to the final layout 33.7%
[yosys] flops out of synthesis 5
[yosys] cells after synthesis 30
[finish] largest registers cnt: 5 flops
[sta] number of pins with negative max-slew slack in the final report 0
[power] Combinational Power Share 0.306
[global_route] global-route wire length before repair 1010 µm
[yosys] distinct cell type count of the synthesized netlist 18
[critical_path] cell-by-cell trace of the critical path clkdlybuf4s50_1, or2b_2, or2_4, inv_1, ha_1, a21o_2, a21oi_1, xnor2_1
[finish] number of flip-flops under the largest register name 5
[critical_path] peak fanout along the critical path 3
[floorplanning] Core Area 0.00342 mm²
[finish] register with the most flip-flops cnt
[yosys] synthesis warning total 1
[finish] share of post-route cells with drive strength above 1 0.316
[power] internal power 0.171 mW
[yosys] sequential share of the synthesized area 0.408
[power] sequential group share of total power 0.428
[critical_path] delay of the slowest critical-path stage 0.46 ns
[floorplanning] initial cell density of the core 0.108
[yosys] yosys-reported design area after synthesis 368 µm²
[clock_tree] number of buffers inserted by hold repair at cts 0
[sta] normalized max-slew margin 0.809
[drt] post-DR wirelength/cell 6.67 µm
[critical_path] minimum setup slack among reg-to-reg paths 1.38 ns
[sta] transition time at the pin with the least slew margin 0.286 ns
[hold_path] worst min-delay path startpoint cnt[0]
[job] Max Cap Viol 0
[power] switching power as a share of total power 0.300
[floorplanning] Chip Width 80 µm
[finish] Seq. cell area 150 µm²
[global_route] largest net degree at the start of global routing 6
[drt] final wirelength 560 µm
[drt] vias per inst 2.62
[critical_path] critical path endpoint category register
[critical_path] Worst Path Arrival 2.61 ns
[clock_tree] clock latency on the worst-skew pair 0.24 ns
[job] tool warnings 33
[critical_path] worst reg2reg endpoint cnt[3]
[global_route] total global-route track usage 0.0193
[sta] post-route minimum period 2.62 ns
[drt] antenna cell count 0
[power] static leakage 0.197 nW
[floorplanning] height of the die 80 µm
[global_route] number of antenna violations at the first check in global routing 0
[yosys] synthesized area per cell 12.3 µm²
[clock_tree] clock transition at the registers of the reported paths 0.05 ns
[floorplanning] number of cell rows 21
[finish] final design instance area without fill 492 µm²
[critical_path] CP top delay family simple AND/OR/NAND/NOR gates
[sta] top achievable clock speed 0.382 GHz
[clock_tree] CTS tree built
[clock_tree] CTS Buf Count 3
[sta] post-route clock skew 0.00727 ns
[clock_tree] number of buffers inserted by post-CTS setup repair 0
[floorplanning] overall die area 0.00640 mm²
[drt] number of DRC violations after detailed-routing iteration 0 7
[clock_tree] total number of H-tree levels 1
[finish] FILL cells 402
[sta] setup tns final 0 ns
[hold_path] number of cells traversed by the worst hold path 1
[clock_tree] number of cells upsized or downsized after cts 0
[sta] final setup vio count 0
[critical_path] kind of critical path in2reg
[clock_tree] root cell of the clock tree sky130_fd_sc_hd__clkbuf_4
[placement] gpl congestion 0.734
[hold_path] kind of path behind the tightest hold check reg2reg
[placement] estimated wirelength of the detail-placed design 461 µm
[drt] DRC errors left 0
[drt] number of nets still failing antenna checks after routing 0
[floorplanning] ports placed on the boundary 13
[clock_tree] Max clock buf depth 2
[global_route] global route total overflow 0
[critical_path] cell type of the slowest stage on the worst timing path sky130_fd_sc_hd__clkdlybuf4s50_1
[drt] via count 220
[yosys] number of cells in Yosys stat 30
[sta] post-layout period usage of the worst path 0.727
[power] total power divided by cell area 496 mW/mm²
[placement] tally of buffers added on design ports 4
[clock_tree] CTS sink cnt 5
[critical_path] Reg2Reg Depth 8
[critical_path] critical path required time 3.59 ns
[placement] placed cell areas 465 µm²
[global_route] number of global-route vias before repair 255
[drt] 1st-pass router iterations 2
[sta] RSZ-0062 raised after global routing no
[critical_path] Bufs and invs on worst path 2
[finish] area occupied by multi-input gates 199 µm²
[critical_path] startpoint of the most critical register-to-register path cnt[0]
[critical_path] element type at the critical path start primary input
[yosys] Mapped Area 368 µm²
kinds of logic after synthesis:
family / synth area share
AND-OR/OR-AND: 0.119
XOR/XNOR: 0.0714
adder cells (fa/ha/maj): 0.156
buffers and inverters: 0.0510
flip-flops: 0.408
AND/OR/NAND/NOR: 0.194
per-layer routing:
metal | global-route usage | vias up | share of wire
li1 | - | 120 | -
met1 | 0.0244 | 93 | 0.48
met2 | 0.0217 | 7 | 0.37
met3 | 0.0193 | 0 | 0.15
met4 | 0.00528 | 0 | 0
met5 | 0 | - | 0
final cells by class:
type                       count  share of cell area
timing repair buffer           4              0.0814
sequential                     5               0.305
multi-input combinational     20               0.405
clock buffer                   4              0.0534
inverter                       5              0.0382
tap                           46               0.117
through the flow:
stage	util	cells	total power, mW	hold WS [ns]	setup slack (ns)
CTS	0.144	84	0.248	0.691	1.00
detailed placement	0.136	80	0.180	0.677	0.737
global placement	0.136	80	0.177	0.676	0.746
floorplan	-	30	0.162	0.649	1.30
global route	0.144	84	0.263	0.715	0.918
finish	0.144	84	0.244	0.688	0.981
worst max path at each step:
stage,end,cells after the start,slack (ns),startpoint
CTS,cnt[4],8,1.0,rd
global route,cnt[3],8,0.92,rd
finish,cnt[3],8,0.98,rd
cell usage after synthesis:
cell / count / area, µm²
sky130_fd_sc_hd__edfxtp_1: 5 / 150
sky130_fd_sc_hd__inv_1: 5 / 18.8
sky130_fd_sc_hd__ha_1: 3 / 37.5
sky130_fd_sc_hd__a21oi_1: 2 / 10.0
sky130_fd_sc_hd__xnor2_1: 2 / 17.5
sky130_fd_sc_hd__a21o_1: 1 / 7.51
sky130_fd_sc_hd__a21o_2: 1 / 8.76
sky130_fd_sc_hd__a21oi_2: 1 / 8.76
sky130_fd_sc_hd__and2_2: 1 / 7.51
sky130_fd_sc_hd__and2b_2: 1 / 8.76
sky130_fd_sc_hd__fa_1: 1 / 20.0
sky130_fd_sc_hd__nand2b_1: 1 / 6.26
sky130_fd_sc_hd__nor3_2: 1 / 10.0
sky130_fd_sc_hd__nor4_4: 1 / 21.3
sky130_fd_sc_hd__o21ai_2: 1 / 8.76
sky130_fd_sc_hd__or2_4: 1 / 8.76
sky130_fd_sc_hd__or2b_2: 1 / 8.76
sky130_fd_sc_hd__xor2_1: 1 / 8.76
power by group through the flow:
| stage | registers, mW | clock network (mW) | logic [mW] |
|---|---|---|---|
| after CTS | 0.104 | 0.0687 | 0.0751 |
| after global routing | 0.106 | 0.0714 | 0.0847 |
| final | 0.104 | 0.0650 | 0.0745 |
placed cells by master (no fill, tap or decap):
master                            instances
sky130_fd_sc_hd__a21oi_1                  2
sky130_fd_sc_hd__nor3_2                   1
sky130_fd_sc_hd__xor2_1                   1
sky130_fd_sc_hd__nor4_4                   1
sky130_fd_sc_hd__or2_4                    1
sky130_fd_sc_hd__ha_1                     3
sky130_fd_sc_hd__clkbuf_1                 1
sky130_fd_sc_hd__and2_2                   1
sky130_fd_sc_hd__clkbuf_4                 3
sky130_fd_sc_hd__xnor2_1                  2
sky130_fd_sc_hd__o21ai_2                  1
sky130_fd_sc_hd__fa_1                     1
sky130_fd_sc_hd__a21o_2                   1
sky130_fd_sc_hd__edfxtp_1                 5
sky130_fd_sc_hd__or2b_2                   1
sky130_fd_sc_hd__a21oi_2                  1
sky130_fd_sc_hd__a21o_1                   1
sky130_fd_sc_hd__inv_1                    5
sky130_fd_sc_hd__clkdlybuf4s50_1          4
sky130_fd_sc_hd__nand2b_1                 1
sky130_fd_sc_hd__and2b_2                  1
No activity file was given, so power comes from the tool's default toggle rates.
